$ cat /design/flow/design.v
`timescale 1ns / 1ps
module cmp_32(  input [31:0] a,
                input [31:0] b,
                input [2:0] ctrl,
                output c
    );
    parameter cmp_EQ  = 3'b001;
    parameter cmp_NE  = 3'b010;
    parameter cmp_LT  = 3'b011;
    parameter cmp_LTU = 3'b100;
    parameter cmp_GE  = 3'b101;
    parameter cmp_GEU = 3'b110;
    wire res_EQ  = a == b;
    wire res_NE  = ~res_EQ;
    wire res_LT  = (a[31] & ~b[31]) || (~(a[31] ^ b[31]) && a < b);
    wire res_LTU = a < b;
    wire res_GE  = ~res_LT;
    wire res_GEU = ~res_LTU;
    wire EQ  = ctrl == cmp_EQ ; 
    wire NE  = ctrl == cmp_NE ; 
    wire LT  = ctrl == cmp_LT ; 
    wire LTU = ctrl == cmp_LTU;
    wire GE  = ctrl == cmp_GE ; 
    wire GEU = ctrl == cmp_GEU;
    assign c = (EQ & res_EQ) | (NE & res_NE) | (LT & res_LT) | (LTU & res_LTU) | (GE & res_GE) | (GEU & res_GEU);           
endmodule
$ cat /design/flow/run.sh
#!/bin/bash
# OpenROAD 26Q1-2900-gdf79404cd8, Yosys 0.63+post, stock flow scripts
make -C /OpenROAD-flow-scripts/flow DESIGN_CONFIG=/design/flow/config.mk WORK_HOME=/design/flow/orfs finish
$ cat /design/flow/config.mk
export PLATFORM = sky130hd
export DESIGN_NAME = cmp_32
export DESIGN_NICKNAME = cmp_32
export VERILOG_FILES = /design/flow/design.v
export SDC_FILE = /design/flow/constraint.sdc
export NUM_CORES = 4
export LEC_CHECK = 1
export CORE_AREA = 10 10 96 96
export DIE_AREA = 0 0 106 106
$ cat /design/flow/constraint.sdc
current_design cmp_32

set clk_period 6.0
set clk_io_pct 0.2

create_clock -name clk0 -period $clk_period

set non_clock_inputs [all_inputs -no_clocks]
set_input_delay [expr $clk_period * $clk_io_pct] -clock clk0 $non_clock_inputs
set_output_delay [expr $clk_period * $clk_io_pct] -clock clk0 [all_outputs]
==> deck_impl_summary.md <==
Run Summary

Place
  • Cells after DPL: 293
  • Port Buffers: 68
  • GP Congestion: 0.7908
  • Hpwl dp: 2847 µm

Drt
  • Routed WL: 2957 µm
  • ANT nets after route: 0
  • DR WL/cell: 10.09 µm
  • First drt pass iteration count: 2
  • DRC violations left: 0
  • Via-to-Cell Ratio: 3.498
  • Number of inserted diodes: 0
  • Via count: 1025
  • 1st-iter DRT viols: 15

Logic synthesis
  • Post-synthesis area per instance: 7.180 µm²
  • Number of library cell types mapped by synthesis: 24
  • Cell Area, Synth: 904.6 µm²
  • Seq/Total Area, Yosys: 0%
  • Yosys Warn Count: 0
  • # Cells Yosys: 126
  • Post-Synthesis Cells: 126
  • YS chip area: 904.6 µm²

Global routing
  • Largest net degree at the start of global routing: 5
  • Total track usage: 5.157%
  • Grt total ovfl: 0
  • Met3 Usage GRT: 1.529%
  • Most Crowded Layer GR: met2
  • Initial antenna violation count: 0
  • GR Util met2: 8.216%
  • Vias in the first global route: 1099
  • Met1 Usage GRT: 7.151%
  • First-pass GRT wire length: 4995 µm

Final timing
  • RSZ-0062 raised after global routing: false
  • Fin Hold WS: 3.432 ns
  • Min cycle time layout: 5.120 ns
  • Number of hold violations in the final report: 0
  • F_max: 195.3 MHz
  • Slew Limit Fails: 0
  • Post-route clock period utilization: 85.33%
  • Worst slew pin tran: 0.3595 ns
  • Final setup viols: 0
  • TNS Setup: 0 ns
  • Slew headroom: 75.81%

Layout
  • Reg area: 0 µm²
  • Clock Buffer Count: 0
  • Highest-count logic cell in the final layout: clkdlybuf4s50_1
  • Final Non-Filler Cells: 293
  • Final core occ: 23.69%
  • Dominant logic cell types in the final layout: clkdlybuf4s50_1, inv_1, ha_1, a21oi_1, nand2_1
  • Layout cell share with drive strength beyond 1: 4.124%
  • Area growth from synthesis to layout: 88.93%
  • Sequential cells: 0

Clocking
  • Post-CTS setup buffers: 0
  • Post-CTS sizing: 0
  • # hold bufs at CTS: 0

Die
  • # rows: 31
  • I/O pin cnt: 68
  • Chip Area: 11240 µm²
  • Initial core utilization: 12.54%
  • Core box area: 7214 µm²
  • Die H: 106 µm
  • Die width: 106 µm

Critical path
  • WS Path Type: primary input to primary output
  • CP Launch Type: primary input
  • CP max FO: 2
  • Critical Path AT: 3.92 ns
  • Crit path launch: b[17]
  • Crit. End Element: primary output
  • Critical Path RT: 4.80 ns

Power
  • Overall power: 99.71 µW
  • Pwr dens: 58.34 nW/µm²
  • Pleak: 0.0008214 µW
  • VDD IR-drop max: 0.00002194 V

Status
  • Status: completed

Flow run
  • Stage-log warning count: 32
  • # Max-Cap Violations: 0

Min path
  • Worst Hold Class: primary input to primary output
  • Hold Startpoint: ctrl[0]
[critical path: stages]
cell	delay, ns
clkdlybuf4s50_1	0.45
inv_1	0.04
ha_1	0.28
a21oi_1	0.14
o21ai_0	0.13
a221oi_1	0.34
nand4_1	0.16
a21oi_2	0.15
mux2_4	0.31
a211oi_2	0.21
clkdlybuf4s50_1	0.50
[per-layer routing]
layer	wire length [µm]	share of wire, %
met1	1525	52
met2	1217	41
met3	214	7.2
met4	0	0
met5	0	0
[path summary, 6_finish.rpt]
| check | endpoint | slack, ns | depth (start not counted) |
|---|---|---|---|
| worst min-delay path | c | 3.43 | 3 |
| worst max-delay path | c | 0.88 | 11 |
[kinds of logic (layout without fill, tap and decap cells)]
logic type	Yosys count	in the layout	share of synthesized area (%)
and+or+nand+nor	30	30	17.70
buffers and inverters	34	102	14.11
adders and majority gates	32	32	44.26
muxes	3	3	4.011
AOI/OAI and AO/OA	27	27	19.92
[layout make-up]
class,instances,area [µm²]
Timing Repair Buffer,68,680.7
Tap cell,99,123.9
Inverter,34,127.6
Multi-Input combinational cell,92,777.0
Fill cell,786,5505
[stage by stage]
stage / instance area [µm²] / setup WS [ns]
final: 1709 / 0.8801
after global routing: 1709 / 0.5842
after CTS: 1709 / 0.8183
after detailed placement: 1709 / 0.8287
after global placement: 1709 / 0.8398
after floorplan: 904.6 / 2.011
[Yosys cell counts]
cell	number	area, µm²
mux2_4	1	15.01
nand2_1	9	33.78
a211o_2	1	10.01
and4_1	1	8.760
a21o_1	1	7.510
a2111o_1	1	11.26
a211oi_2	1	12.51
nor2_1	1	3.750
or2_2	1	6.260
nand3_1	5	25.02
nor4_1	2	12.51
a21oi_2	1	8.760
mux2_2	1	11.26
and2_2	1	7.510
mux2i_1	1	10.01
inv_1	34	127.6
a21oi_1	13	65.06
nor2b_1	3	18.77
nand4_1	7	43.79
ha_1	32	400.4
a221oi_1	2	17.52
o211ai_2	1	12.51
o211ai_1	2	15.01
o21ai_0	4	20.02
[report_power, final]
group	internal, µW	total, µW	switching, µW
Combinational	64.5	99.7	35.2
Clock	0	0	0
Sequential	0	0	0
Total	64.5	99.7	35.2
Power is estimated from default activity; no workload was simulated.
