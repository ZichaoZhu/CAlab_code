==> design.v <==
`timescale 1ps/1ps
module HazardDetectionUnit(
    input clk,
    input Branch_ID, rs1use_ID, rs2use_ID,
    input[1:0] hazard_optype_ID,
    input[4:0] rd_EXE, rd_MEM, rs1_ID, rs2_ID, rs2_EXE,
    output PC_EN_IF, reg_FD_EN, reg_FD_stall, reg_FD_flush,
        reg_DE_EN, reg_DE_flush, reg_EM_EN, reg_EM_flush, reg_MW_EN,
    output forward_ctrl_ls,
    output[1:0] forward_ctrl_A, forward_ctrl_B
);
    reg[1:0] hazard_optype_EXE, hazard_optype_MEM;
    always @(posedge clk) begin
        hazard_optype_MEM <= hazard_optype_EXE;
        hazard_optype_EXE <= hazard_optype_ID & {2{~reg_DE_flush}};
    end
    wire forward_A_1 = rd_EXE && rs1use_ID && rs1_ID == rd_EXE && hazard_optype_EXE == 2'b01;
    wire forward_A_2 = rd_MEM && rs1use_ID && rs1_ID == rd_MEM && hazard_optype_MEM == 2'b10;
    wire forward_A_3 = rd_MEM && rs1use_ID && rs1_ID == rd_MEM && hazard_optype_MEM == 2'b10;
    wire A_stall = rd_EXE && rs1use_ID && rs1_ID == rd_EXE && hazard_optype_EXE == 2'b10 && hazard_optype_ID != 2'b11;
    wire forward_B_1 = rd_EXE && rs2use_ID && rs2_ID == rd_EXE && hazard_optype_EXE == 2'b01;
    wire forward_B_2 = rd_MEM && rs2use_ID && rs2_ID == rd_MEM && hazard_optype_MEM == 2'b01;
    wire forward_B_3 = rd_MEM && rs2use_ID && rs2_ID == rd_MEM && hazard_optype_MEM == 2'b10;
    wire B_stall = rd_EXE && rs2use_ID && rs2_ID == rd_EXE && hazard_optype_EXE == 2'b10 && hazard_optype_ID != 2'b11;
    assign forward_ctrl_ls = hazard_optype_MEM == 2'b10 && hazard_optype_EXE == 2'b11 && rs2_EXE == rd_MEM;
    assign forward_ctrl_A = {2{forward_A_1}} & 2'b01 |
                            {2{forward_A_2}} & 2'b10 |
                            {2{forward_A_3}} & 2'b11;
    assign forward_ctrl_B = {2{forward_B_1}} & 2'b01 |
                            {2{forward_B_2}} & 2'b10 |
                            {2{forward_B_3}} & 2'b11;
    assign reg_FD_stall = A_stall | B_stall;
    assign reg_DE_flush = A_stall | B_stall;
    assign reg_FD_flush = Branch_ID;
    assign PC_EN_IF = ~(A_stall | B_stall);
    assign reg_FD_EN = 1'b1;
    assign reg_DE_EN = 1'b1;
    assign reg_EM_EN = 1'b1;
    assign reg_MW_EN = 1'b1;
endmodule
==> run.sh <==
#!/bin/bash
# OpenROAD 26Q1-2900-gdf79404cd8, Yosys 0.63+post, stock flow scripts
make -C /OpenROAD-flow-scripts/flow DESIGN_CONFIG=/design/flow/config.mk WORK_HOME=/design/flow/orfs finish
==> config.mk <==
export PLATFORM = sky130hd
export DESIGN_NAME = HazardDetectionUnit
export DESIGN_NICKNAME = HazardDetectionUnit
export VERILOG_FILES = /design/flow/design.v
export SDC_FILE = /design/flow/constraint.sdc
export NUM_CORES = 4
export LEC_CHECK = 1
export CORE_AREA = 10 10 70 70
export DIE_AREA = 0 0 80 80
==> constraint.sdc <==
current_design HazardDetectionUnit

set clk_period 2.0
set clk_io_pct 0.2

create_clock -name clk0 -period $clk_period [get_ports {clk}]

set non_clock_inputs [all_inputs -no_clocks]
set_input_delay [expr $clk_period * $clk_io_pct] -clock clk0 $non_clock_inputs
set_output_delay [expr $clk_period * $clk_io_pct] -clock clk0 [all_outputs]
==> run notes <==
yosys + openroad results -> Yosys top cell by area=xnor2_1, final wirelength=2078 um, area delta synth->final=118.6%, Critical R2R Launch=hazard_optype_EXE[0], synth unique cells=20, CTS tree=built, Post-synth EDFFs=0, Iteration-0 DRC Markers=21, TritonCTS buffer count=3, die x size=80 um, Clock Sinks=4, Clock Path Buffers=2, cell count after synthesis=67, GP Congestion=0.7409, Setup Viol. Count Final=5, met2 WL=993 um, filler cell count=367, Die Size=6400 um2, cells in synth_stat.txt=67, Worst Setup SP=rd_EXE[4], cycle use final=105.7%, worst setup path end=forward_ctrl_B[0], area of the mapped netlist=551.8 um2, vias in the first global route=757, met3 WL=125 um, CP max FO=3, fin. max-slew vios=0, critical path class=input pin to primary output, # DRC=0, sw power=0.0001114 W, TritonRoute pass-1 iters=2, htree depth=1, RR Endpoint=hazard_optype_EXE[0], top cells by count=xnor2_1, buf_4, xor2_1, nand4_1, dfxtp_1, Top Metal Used=met4, initial antenna violation count=0, Registers, synthesis=4, yosys warning tally=2, clock network latency to the later pin of the worst-skew pair=240 ps, Synth Seq Share=14.51%, outcome=complete, but fails checks, setup ws final=-114.8 ps, Sequential Power Share=23.3%, violated checks=setup timing, clk slew on worst S/H paths=40 ps, share of cells above drive strength 1=55.73%, Die Span Y=80 um, Leak=0.5090 nW, Clk network pwr share=26.8%, biggest area cells=xnor2_1, dfxtp_1, xor2_1, all-layer global routing usage=6.291%, P_int=0.0002652 W, # IOs=45, crit end category=primary output, cts hold-fix bufs=0, crit path DAT=1710 ps, # diodes=0, max-cap violation count=0, Logic pwr share=49.9%, post-synthesis chip area from yosys=551.8 um2, DPL Wire Length=1799 um, M1 wire length=928 um, Sw Share=29.58%, Pwr Density=312.2 nW/um2, Starting Density=16.15%, core area=3416 um2, Port Buf Inserts=37, GRT Residual Overflow=0, VDD IR max=0.0001256 V, clk_skew=1.168 ps, OpenROAD warning count=27, DR WL/cell=11.74 um, Area leader share=28.57%, worst reg-to-reg path cell count=2, pin count of the biggest net entering global routing=5, Worst Hold Class=flop to flop, Fin. Hold Viols=0, Routed Antenna Nets=0, Power, Total=0.0003766 W, count leader, synth=xnor2_1, Post-synth ARST share=0%, Worst setup SP type=input pin, row cnt=21, unrepaired setup endpoints after global routing=yes, top_reg_cell synth=dfxtp_1, maximum clock rate=0.4729 GHz, Vias/cell=3.853, min Tclk post-route=2115 ps, Worst Path Required=1600 ps, Setup TNS Final=-450.6 ps, worst reg2reg setup slack=1100 ps, first-pass GRT wire length=3339 um, clk root buf=clkbuf_4, DR vias=682, syn avg cell area=8.236 um2
area by class of cell:
class                           instances  area [um2]  share of cell area, %
Multi-Input combinational cell         58       543.0                  45.02
Timing Repair Buffer                   66       503.0                  41.70
Clock buffer                            3       22.52                  1.867
Sequential cell                         4       80.08                  6.639
Tap cell                               46       57.56                  4.772
power by group through the flow:
| stage | registers (W) | logic [W] | clock network (W) |
|---|---|---|---|
| 4_1_cts | 0.0000879 | 0.000186 | 0.000104 |
| 5_1_grt | 0.0000884 | 0.000203 | 0.000108 |
| 6_report | 0.0000879 | 0.000188 | 0.000101 |
layout by cell type, fill, tap and decap left out, types with 2 or more instances in the layout:
| cell | netlist | final |
|---|---|---|
| dlygate4sd2_1 | 0 | 3 |
| buf_6 | 0 | 2 |
| clkdlybuf4s50_1 | 0 | 7 |
| clkdlybuf4s15_2 | 0 | 3 |
| xnor2_1 | 18 | 15 |
| xor2_1 | 7 | 4 |
| nor2b_1 | 3 | 3 |
| conb_1 | 2 | 5 |
| nand3_1 | 2 | 2 |
| clkbuf_4 | 0 | 3 |
| xnor2_2 | 0 | 3 |
| nor4_4 | 0 | 3 |
| o31a_1 | 2 | 2 |
| clkdlybuf4s15_1 | 0 | 3 |
| xor2_2 | 0 | 3 |
| buf_2 | 0 | 17 |
| nor2_4 | 0 | 2 |
| or4_4 | 0 | 2 |
| clkbuf_2 | 0 | 2 |
| buf_4 | 8 | 28 |
| nand4_1 | 5 | 5 |
| dfxtp_1 | 4 | 4 |
worst max-delay path: stages:
cell	delay [ps]
buf_8	100
or4_4	540
nor2_4	150
nor4_4	70
buf_4	130
a22o_1	210
buf_2	110
sequential cells by signal (all words and copies together) (netlist names):
| register | cells |
|---|---|
| hazard_optype_MEM | 2 |
| hazard_optype_EXE | 2 |
how the worst min path moves through the flow:
stage / startpoint / endpoint / cells past startpoint
finish: hazard_optype_EXE[0] / hazard_optype_MEM[0] / 0
CTS: hazard_optype_EXE[0] / hazard_optype_MEM[0] / 0
global route: hazard_optype_EXE[0] / hazard_optype_MEM[0] / 0
repair_timing:
item / 4_1_cts / 5_1_grt
gates resized: 108 / 11
endpoints found under the setup margin: 8 / 8
endpoints found under the hold margin: 0 / 0
setup buffers: 3 / 1
pin swaps: 24 / 11
cloned: 0 / 0
cell families after synthesis:
group	Yosys count	synth area share (%)
xor gates and xnor gates	25	39.68
AOI/OAI and AO/OA	7	10.66
other	2	1.361
DFF	4	14.51
buffers and inverters	8	10.88
and+or+nand+nor	21	22.90
per-layer routing:
metal  GRT usage [%]  vias up
li1                -      349
met1           7.631      304
met2           10.67       27
met3           1.932        2
met4           1.232        0
met5               0        -
per-stage QoR:
step | hold WS [ps] | area (um2) | util [%] | worst slack (ps) | instances
after floorplan | 354.4 | 563.0 | - | 167.2 | 70
after CTS | 377.5 | 1191 | 34.87 | -152.2 | 176
final | 377.3 | 1206 | 35.31 | -114.8 | 177
after global placement | 364.5 | 1119 | 32.75 | -867.3 | 170
after global routing | 382.7 | 1206 | 35.31 | -150.2 | 177
after detailed placement | 367.3 | 1119 | 32.75 | -903.4 | 170
Power is estimated from default activity; no workload was simulated.
