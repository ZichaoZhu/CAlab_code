<file path="flow/design.v">
`timescale 1ns / 1ps
module CtrlUnit(
    input[31:0] inst,
    input cmp_res,
    output Branch, ALUSrc_A, ALUSrc_B, DatatoReg, RegWrite, mem_w,
        MIO, rs1use, rs2use,
    output [1:0] hazard_optype,
    output [2:0] ImmSel, cmp_ctrl,
    output [3:0] ALUControl,
    output JALR
);
    wire[6:0] funct7 = inst[31:25];
    wire[2:0] funct3 = inst[14:12];
    wire[6:0] opcode = inst[6:0];
    wire Rop = opcode == 7'b0110011;
    wire Iop = opcode == 7'b0010011;
    wire Bop = opcode == 7'b1100011;
    wire Lop = opcode == 7'b0000011;
    wire Sop = opcode == 7'b0100011;
    wire funct7_0  = funct7 == 7'h0;
    wire funct7_32 = funct7 == 7'h20;
    wire funct3_0 = funct3 == 3'h0;
    wire funct3_1 = funct3 == 3'h1;
    wire funct3_2 = funct3 == 3'h2;
    wire funct3_3 = funct3 == 3'h3;
    wire funct3_4 = funct3 == 3'h4;
    wire funct3_5 = funct3 == 3'h5;
    wire funct3_6 = funct3 == 3'h6;
    wire funct3_7 = funct3 == 3'h7;
    wire ADD  = Rop & funct3_0 & funct7_0;
    wire SUB  = Rop & funct3_0 & funct7_32;
    wire SLL  = Rop & funct3_1 & funct7_0;
    wire SLT  = Rop & funct3_2 & funct7_0;
    wire SLTU = Rop & funct3_3 & funct7_0;
    wire XOR  = Rop & funct3_4 & funct7_0;
    wire SRL  = Rop & funct3_5 & funct7_0;
    wire SRA  = Rop & funct3_5 & funct7_32;
    wire OR   = Rop & funct3_6 & funct7_0;
    wire AND  = Rop & funct3_7 & funct7_0;
    wire ADDI  = Iop & funct3_0;	
    wire SLTI  = Iop & funct3_2;
    wire SLTIU = Iop & funct3_3;
    wire XORI  = Iop & funct3_4;
    wire ORI   = Iop & funct3_6;
    wire ANDI  = Iop & funct3_7;
    wire SLLI  = Iop & funct3_1 & funct7_0;
    wire SRLI  = Iop & funct3_5 & funct7_0;
    wire SRAI  = Iop & funct3_5 & funct7_32;
    wire BEQ = Bop & funct3_0;                             
    wire BNE = Bop & funct3_1;                             
    wire BLT = Bop & funct3_4;                             
    wire BGE = Bop & funct3_5;                             
    wire BLTU = Bop & funct3_6;                            
    wire BGEU = Bop & funct3_7;                            
    wire LB =  Lop & funct3_0;                             
    wire LH =  Lop & funct3_1;                             
    wire LW =  Lop & funct3_2;                             
    wire LBU = Lop & funct3_4;                             
    wire LHU = Lop & funct3_5;                             
    wire SB = Sop & funct3_0;                              
    wire SH = Sop & funct3_1;                              
    wire SW = Sop & funct3_2;                              
    wire LUI   = opcode == 7'b0110111;                           
    wire AUIPC = opcode == 7'b0010111;                           
    wire JAL  = opcode == 7'b1101111;                            
    assign JALR = opcode == 7'b1100111;                         
    wire R_valid = AND | OR | ADD | XOR | SLL | SRL | SRA | SUB | SLT | SLTU;
    wire I_valid = ANDI | ORI | ADDI | XORI | SLLI | SRLI | SRAI | SLTI | SLTIU;
    wire B_valid = BEQ | BNE | BLT | BGE | BLTU | BGEU;
    wire L_valid = LW | LH | LB | LHU | LBU;
    wire S_valid = SW | SH | SB;
    assign Branch = B_valid & cmp_res | JAL | JALR;                        
    parameter Imm_type_I = 3'b001;
    parameter Imm_type_B = 3'b010;
    parameter Imm_type_J = 3'b011;
    parameter Imm_type_S = 3'b100;
    parameter Imm_type_U = 3'b101;
    assign ImmSel = {3{I_valid | JALR | L_valid}} & Imm_type_I |
                    {3{B_valid}}                  & Imm_type_B |
                    {3{JAL}}                      & Imm_type_J |
                    {3{S_valid}}                  & Imm_type_S |
                    {3{LUI | AUIPC}}              & Imm_type_U ;
    assign cmp_ctrl = funct3_0 & {3{BEQ}}  |
                      funct3_1 & {3{BNE}}  |            
                      funct3_4 & {3{BLT}}  |            
                      funct3_5 & {3{BLTU}} |            
                      funct3_6 & {3{BGE}}  |            
                      funct3_7 & {3{BGEU}} ;          
    assign ALUSrc_A = JAL | JALR | AUIPC;                          
    assign ALUSrc_B = LUI | AUIPC | I_valid | L_valid | S_valid;                          
    parameter ALU_ADD  = 4'b0001;
    parameter ALU_SUB  = 4'b0010;
    parameter ALU_AND  = 4'b0011;
    parameter ALU_OR   = 4'b0100;
    parameter ALU_XOR  = 4'b0101;
    parameter ALU_SLL  = 4'b0110;
    parameter ALU_SRL  = 4'b0111;
    parameter ALU_SLT  = 4'b1000;
    parameter ALU_SLTU = 4'b1001;
    parameter ALU_SRA  = 4'b1010;
    parameter ALU_Ap4  = 4'b1011;
    parameter ALU_Bout = 4'b1100;
    assign ALUControl = {4{ADD | ADDI | L_valid | S_valid | AUIPC}} & ALU_ADD  |
                        {4{SUB}}                                    & ALU_SUB  |
                        {4{AND | ANDI}}                             & ALU_AND  |
                        {4{OR | ORI}}                               & ALU_OR   |
                        {4{XOR | XORI}}                             & ALU_XOR  |
                        {4{SLL | SLLI}}                             & ALU_SLL  |
                        {4{SRL | SRLI}}                             & ALU_SRL  |
                        {4{SLT | SLTI}}                             & ALU_SLT  |
                        {4{SLTU | SLTIU}}                           & ALU_SLTU |
                        {4{SRA | SRAI}}                             & ALU_SRA  |
                        {4{JAL | JALR}}                             & ALU_Ap4  |
                        {4{LUI}}                                    & ALU_Bout ;
    assign DatatoReg = L_valid;
    assign RegWrite = R_valid | I_valid | JAL | JALR | L_valid | LUI | AUIPC;
    assign mem_w = S_valid;
    assign MIO = L_valid | S_valid;
    assign rs1use =  R_valid | I_valid | B_valid | JALR | L_valid | S_valid;                         
    assign rs2use = R_valid | B_valid | S_valid;                          
    parameter hazard_optype_ALU = 2'b01;
    parameter hazard_optype_LOAD = 2'b10;
    parameter hazard_optype_STORE = 2'b11;
    assign hazard_optype = hazard_optype_ALU & {2{R_valid | I_valid | JAL | JALR | LUI | AUIPC}} |
                           hazard_optype_LOAD & {2{L_valid}} |
                           hazard_optype_STORE & {2{S_valid}};            
endmodule
</file>
<file path="flow/run.sh">
#!/bin/bash
# OpenROAD 26Q1-2900-gdf79404cd8, Yosys 0.63+post, stock flow scripts
make -C /OpenROAD-flow-scripts/flow DESIGN_CONFIG=/design/flow/config.mk WORK_HOME=/design/flow/orfs finish
</file>
<file path="flow/config.mk">
export PLATFORM = sky130hd
export DESIGN_NAME = CtrlUnit
export DESIGN_NICKNAME = CtrlUnit
export VERILOG_FILES = /design/flow/design.v
export SDC_FILE = /design/flow/constraint.sdc
export NUM_CORES = 4
export LEC_CHECK = 1
export CORE_AREA = 10 10 72 72
export DIE_AREA = 0 0 82 82
</file>
<file path="flow/constraint.sdc">
current_design CtrlUnit

set clk_period 4.4
set clk_io_pct 0.2

create_clock -name clk0 -period $clk_period

set non_clock_inputs [all_inputs -no_clocks]
set_input_delay [expr $clk_period * $clk_io_pct] -clock clk0 $non_clock_inputs
set_output_delay [expr $clk_period * $clk_io_pct] -clock clk0 [all_outputs]
</file>
==> results.ini <==
[outcome]
status=finished, final reports clean

[sta]
drv_slew=0
slew-limit-headroom=0.642
grt_setup_unrepaired=no
final.min_clock_period_ps=4170
hold_viol=0
finalSetupViolCount=0
tightest_slew_ps=533
period_used_share=0.948
fmax_mhz=240
finalSetupTns_ps=0

[logic_synthesis]
synth_cell_types=39
synthesis.area_sq_um=497
yosysChipArea_sq_um=497
ys_cells=77
syn_inst=77
syn_area_per_cell_sq_um=6.45
synth.area.top_cells=nand3_1 (8.1%), nor3_1 (7.1%), a21o_1 (4.5%)
top_area_frac=0.0806
yosysTopAreaCell=nand3_1
synth_seq_share=0
ys_warn_count=0

[final_layout]
drive_gt1_frac=0.0550
fillers=410
clkbuf_count=0
regArea_sq_um=0
flops=0
layout_top_cells=clkdlybuf4s50_1 (38), nand3_1 (8), nor3_1 (7)
syn2layout_area_growth_pct=82.4
fin_area_sq_um=906
final_common_cell=clkdlybuf4s50_1

[placement]
portBuffers=38
gp_congestion=0.878
hpwl_microns=1790
placed_area_sq_um=906

[route]
viasPerCell=4.57
wl_met2_microns=961
dr.pass1.iters=4
drcViolationCount=0
num_vias=717
drtAntennaViolNets=0
wl_met1_microns=958
wl_met3_microns=238
routed_wl_microns=2160
insertedDiodeCount=0
drt_iter0_drc=23
wl_per_cell_microns=13.7
top_layer=met3

[setup_path]
worstPathArrival_ps=3290
cp_common_cell=clkdlybuf4s50_1
setup.worst_path.start_class=input port
crit_end=ALUControl[0]
slowest_stage=nor4_4
critPathMaxFanout=7
cpPeakStageDelay_ps=510
crit_start=inst[3]
end_kind=output pin
cp_cell_sequence=clkdlybuf4s50_1, nand4bb_1, nor4_4, nand3_1, o221ai_1, clkdlybuf4s50_1
cp.required_ps=3520
critical_path_class=in2out

[pwr]
vdd_drop_max_mv=0.0481
p_leak_nw=0.327
power_density_nw_per_um2=51.4

[clocking]
cts_hold_repair.buffers=0
cts-resized-gates=0
post-cts-setup-buffers=0

[floorplanning]
rows=22
die_w_microns=82
die_y_microns=82
pin_count=55
chipArea_sq_um=6720
core_sq_um=3690
fp_util=0.135

[grt]
grt_use_total=0.0638
grt_max_degree=15
grt_remaining_overflow=0
antenna_found_initial=0
grt_pass1_vias=740
grt_pass1_wl_microns=3550

[hold_path]
hold_class=in2out

[run]
maxCapViolations=0
warnings=47

-- cell type report --
type	instances	area [sq um]	area share
inverter	3	11.3	0.0124
multi-input combinational	67	447	0.493
tap	48	60.1	0.0663
timing repair buffer	39	388	0.428
-- cells in the mapped netlist, types with 2 or more instances --
master and number:
nand3_1 8, nor3_1 7, nand2_1 6, clkbuf_1 4, nor2_1 4, a21o_1 3, buf_4 3, inv_1 3
nor2b_1 3, a211oi_1 2, nand4_1 2, o2111ai_1 2, o21ai_0 2, o221ai_1 2, xor2_1 2
-- metrics by stage --
| stage | worst slack, ps | hold slack (ps) | util | instances | power, mW |
|---|---|---|---|---|---|
| after floorplan | 1450 | 1790 | - | 78 | 0.0207 |
| after global placement | 304 | 2670 | 0.246 | 157 | 0.0458 |
| after detailed placement | 290 | 2690 | 0.246 | 157 | 0.0464 |
| after CTS | 270 | 2690 | 0.246 | 157 | 0.0468 |
| after global routing | 126 | 2730 | 0.246 | 157 | 0.0511 |
| final | 229 | 2670 | 0.246 | 157 | 0.0466 |
-- worst min-delay path by stage --
| stage | to | from | cells after the start | slack, ps |
|---|---|---|---|---|
| after CTS | Branch | cmp_res | 4 | 2690 |
| after global routing | Branch | cmp_res | 4 | 2730 |
| final | Branch | cmp_res | 4 | 2670 |
-- worst max-delay path: cells and delay by family --
| family | cells | cell delay, ps |
|---|---|---|
| simple gates | 3 | 1170 |
| buf+inv | 2 | 970 |
| compound gates | 1 | 270 |
-- per-layer routing --
metal  vias up  track usage
met5         -            0
met4         0      0.00680
met3         0       0.0275
met2        38        0.102
met1       322       0.0807
li1        357            -
-- cell families after synthesis --
logic type	count (synthesis)	share of synthesized area
buffers and inverters	11	0.108
other	1	0.00755
AND-OR/OR-AND	22	0.355
AND/OR/NAND/NOR	41	0.494
XOR/XNOR	2	0.0353
-- power by group --
part | switching, mW | internal [mW] | leakage, nW
registers | 0 | 0 | 0
clock network | 0 | 0 | 0
logic | 0.0208 | 0.0258 | 0.327
total | 0.0208 | 0.0258 | 0.327
Power and IR drop assume default switching activity.
